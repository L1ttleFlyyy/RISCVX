--- ./run.sh ---
#!/bin/bash
# OpenROAD 26Q1-2900-gdf79404cd8, Yosys 0.63+post, stock flow scripts
make -C /OpenROAD-flow-scripts/flow DESIGN_CONFIG=/design/flow/config.mk WORK_HOME=/design/flow/orfs finish
--- ./config.mk ---
export PLATFORM = sky130hd
export DESIGN_NAME = ALU
export DESIGN_NICKNAME = ALU
export VERILOG_FILES = /design/flow/design.v
export SDC_FILE = /design/flow/constraint.sdc
export NUM_CORES = 4
export LEC_CHECK = 1
export CORE_UTILIZATION = 30
--- ./constraint.sdc ---
current_design ALU

set clk_period 30.5
set clk_io_pct 0.2

create_clock -name clk0 -period $clk_period

set non_clock_inputs [all_inputs -no_clocks]
set_input_delay [expr $clk_period * $clk_io_pct] -clock clk0 $non_clock_inputs
set_output_delay [expr $clk_period * $clk_io_pct] -clock clk0 [all_outputs]
--- ./design.v ---
`timescale 1ns / 1ps
module ALU(
    input [31:0] rs1_data,
    input [31:0] rs2_data,
    input [31:0] PC,
    input [31:0] imm,
    input [2:0] ALUOP,
    input Asrc,
    input Bsrc,
    input sra,
    input shdir,
    input sub,
    input jalr,
    input memwrite,
    input memread,
    output [31:0] BTA,
    output EQ,
    output LT,
    output LTU,
    output reg[31:0] Z
    );
    wire [31:0] A_in_PC, B_in_PC, A_in, B_in, Z_add_sub, Z_shift, Z_and, Z_or, Z_xor, Z_slt, Z_sltu;
    assign EQ = A_in == B_in;
    assign LT = $signed(A_in) <= $signed(B_in);
    assign LTU = A_in <= B_in;
    assign A_in = Asrc? PC : rs1_data;
    assign B_in = jalr? 32'h4 : Bsrc? imm : rs2_data;
    assign Z_add_sub = sub? (A_in - B_in) : (A_in + B_in);
    assign Z_shift = shdir? (rs1_data << B_in[4:0]) : sra? $signed($signed(rs1_data) >>> B_in[4:0]) : (rs1_data >> B_in[4:0]);
    assign Z_and = A_in & B_in;
    assign Z_or = A_in | B_in;
    assign Z_xor = A_in ^ B_in;
    assign Z_slt = LT? 32'b1 : 32'b0;
    assign Z_sltu = LTU? 32'b1 : 32'b0;
    assign A_in_PC = (jalr||memwrite||memread)? rs1_data : PC;
    assign B_in_PC = imm;
    assign BTA = A_in_PC + B_in_PC;
    always@(*)begin
        case (ALUOP)
            3'b000: Z = Z_add_sub;
            3'b001: Z = Z_shift;
            3'b010: Z = Z_slt;
            3'b011: Z = Z_sltu;
            3'b100: Z = Z_xor;
            3'b101: Z = Z_shift; 
            3'b110: Z = Z_or;
            3'b111: Z = Z_and;
        endcase 
    end
endmodule
==> metrics.sh <==
OUTCOME='finished, final reports clean'
WORSTPATHBUFFERINVERTERCOUNT=4
FP.COREAREA_UM2=38900
COMPOUND_AREA_SHARE_PCT=30.4
POWER.STATIC_LEAKAGE_nW=6.06
X_DIMENSION_OF_THE_DIE_UM=201
MIN-DELAY-PATH-CLASS='in -> out'
SYNTH-SIMPLE-AREA-SHARE_PCT=20.4
RSZ0062_AT_GRT='false'
CAP_VIOL_MAX_COUNT=0
SMALLEST_SETUP_SLACK_AFTER_LAYOUT_NS=13.24
DETAILED_PLACE_HPWL_UM=45000
GRT_START_MAX_NET_PINS=58
YS_SH_MUX_PCT=23.5
CHIPAREA_UM2=40500
YOSYS-TOP-CELLS-AREA='ha_1 (13%), mux2i_1 (12%), mux2_2 (7.3%)'
MOSTFREQUENTLAYOUTCELL='clkdlybuf4s50_1'
POST_SYNTH_NUM_CELL_TYPES=87
CTS_HOLD_BUFFERS=0
REQUIRED_NS=24.40
WORST_IR_DROP_VDD_mV=0.0111
INITIAL_CORE_UTIL_PCT=30.6
TIMING.SETUP.CRITICAL_PATH_CLASS='in -> out'
MAX_CLOCK_FREQ_GHz=0.0579
PATH_MAX_FANOUT=41
FIN_HOLD_WS_NS=13.29
CP_SLOWEST_CELL='clkdlybuf4s50_1'
GLOBALROUTE.TOTALOVERFLOW=0
MAPPEDNETLISTAREA_UM2=11900
YOSYS.AREA_SHARE.XOR_XNOR_PCT=3.60
FLOPS=0
DRC_ERRORS=0
YS_TOP_LOGIC_FAMILY='AND-OR/OR-AND gates'
FINAL_LAYOUT_SIZE_SUFFIX_GT1_SHARE_PCT=10.6
DRTITER0DRC=1093
POWER-PER-CELL-AREA_nW_PER_UM2=24.1
DIE_HEIGHT_UM=201
TIMING.SETUP.TNS_NS=0
MIN_PERIOD_OVER_PERIOD_PCT=56.6
AREA_DELTA_SYNTH_FINAL_PCT=20.0
MAX_SLEW_MARGIN_PCT=42.6
POSTSYNTHAREAPERCELL_UM2=6.85
LOG.WARNING_COUNT=94
CTS_SETUP_BUFFERS=0
TYPE_OF_ELEMENT_CAPTURING_THE_CRITICAL_PATH='output pin'
VIA_COUNT_OF_THE_FIRST_GLOBAL_ROUTING_PASS=13500
YOSYS_WARNINGS=1
FINAL_MAX_SLEW_VIOL_COUNT=0
FINALWEIGHTEDCONGESTION=1.04
VIAS_PER_CELL=5.86
PLACEMENT.SETUP.WORST_SLACK_NS=13.22
WORST_PIN_SLEW_NS=0.840
POST-LAYOUT-TOTAL-POWER_mW=0.345
SYNTH_CHIP_AREA_UM2=11900
YOSYS.AREA.TOP_TYPE_SHARE_PCT=13.0
FINAL_HOLD_VIOL_COUNT=0
GRT_UTIL_ALL_LAYERS_PCT=27.7
NUM_ROWS=72
SYNTHESIS.INSTANCES=1739
SW_FRAC_OF_TOTAL_PCT=57.0
CRITICAL_PATH.CELL_CHAIN='clkdlybuf4s50_1 > buf_4 > nor3_2 > buf_4 > mux2_2 > ha_1 > a21o_1 > a21o_1 > a21oi_1 > o21ai_1 > a21bo_1 > a41o_1 > o41ai_2 > o21ai_1 > a21oi_1 > xnor2_1 > clkdlybuf4s50_1'
FF_LATCH_AREA_UM2=0
GRT_PASS1_WL_UM=85000
FINALWIRELENGTH_UM=56400
YOSYS.STAT.SEQSHARE_PCT=0
FINAL.CLKBUF_COUNT=0
DESIGN_AREA_FINAL_UM2=14300
SYNTH-CELLS-YOSYS=1739
SETUP_VIOLATIONS=0
ANT_NETS=0
PERIOD_MINUS_WS_FINAL_NS=17.26
POWER.NET_SWITCHING_mW=0.196
ROUTED_WIRE_LENGTH_PER_INSTANCE_UM=23.8
YOSYSTOPAREACELL='ha_1'
WORST_PATH_DOMINANT_CELL_FAMILY='AND-OR/OR-AND gates'
DRT_PASS1_ITERATIONS=5
FRACTION_OF_THE_MAPPED_NETLIST_AREA_IN_ADDER_CELLS_PCT=13.5
LAYOUT_TOP_CELLS='clkdlybuf4s50_1 (202), nor2_1 (161), a21oi_1 (155)'
VIAS=13900
CRITICAL_PATH.STARTPOINT_TYPE='input port'
FINAL.FILL_COUNT=4168
NUM_IO_PINS=206
CRITICAL-PATH-MAX-STAGE-DELAY_NS=0.47
ANTENNA_FOUND_INITIAL=3
PLACE_AREA_UM2=14300
WORST_EP_ARRIVAL_TIME_NS=11.16
P_INT_mW=0.148
POSTCTSRESIZEDCELLS=0
COUNT_OF_PORT_BUFFERS_ADDED_DURING_PLACEMENT=206
==> per-stage QoR <==
| step | cells | util, % |
|---|---|---|
| 4_1_cts | 2365 | 36.7 |
| 3_5_place_dp | 2365 | 36.7 |
| 2_1_floorplan | 1739 | - |
| 6_report | 2366 | 36.7 |
| 3_3_place_gp | 2365 | 36.7 |
| 5_1_grt | 2365 | 36.7 |
==> final timing paths <==
path,startpoint,endpoint,slack (ns),cells after the start
worst min-delay path,imm[0],BTA[0],13.29,3
worst max-delay path,jalr,BTA[31],13.24,17
==> synthesized netlist by cell type, types with 29 or more instances <==
| cell | number |
|---|---|
| nor2_1 | 161 |
| a21oi_1 | 155 |
| mux2i_1 | 138 |
| nand2_1 | 138 |
| ha_1 | 124 |
| inv_1 | 110 |
| clkbuf_1 | 92 |
| o21ai_0 | 83 |
| mux2_2 | 77 |
| nor3_1 | 51 |
| xnor2_1 | 41 |
| nand3_1 | 34 |
| or2_2 | 34 |
| o21ai_1 | 33 |
| a21o_1 | 31 |
| o211ai_1 | 29 |
==> power by group through the flow <==
stage | clock [mW] | sequential [mW] | combinational (mW)
CTS | 0 | 0 | 0.341
global route | 0 | 0 | 0.373
==> cells by family after synthesis <==
group,count (synthesis)
compound gates,556
xor+xnor,49
fa+ha+maj,127
buf+inv,248
mux,240
simple gates,519
==> layer usage <==
layer  wire, um  vias up  share of wire (%)  global-route usage [%]
met5         11        -              0.020                       0
met4       1460        2                2.6                    6.25
met3       4430       76                7.9                    5.37
met2      25100      574                 45                    43.7
met1      25400     6572                 45                    39.0
li1           -     6652                  -                       -
==> layout make-up <==
type / count / area, um^2 / share of cell area, %
Antenna cell: 1 / 2.50 / 0.0175
Inverter: 113 / 427 / 2.98
Multi-Input combinational cell: 1491 / 10900 / 76.2
Tap cell: 518 / 648 / 4.53
Timing Repair Buffer: 243 / 2320 / 16.2
No activity file was given, so power comes from the tool's default toggle rates.
