--- config.mk ---
export PLATFORM = sky130hd
export DESIGN_NAME = Adder32
export DESIGN_NICKNAME = Adder32
export VERILOG_FILES = /design/flow/design.v
export SDC_FILE = /design/flow/constraint.sdc
export NUM_CORES = 4
export LEC_CHECK = 1
export CORE_AREA = 10 10 95 95
export DIE_AREA = 0 0 105 105
--- constraint.sdc ---
current_design Adder32

set clk_period 15.6
set clk_io_pct 0.2

create_clock -name clk0 -period $clk_period

set non_clock_inputs [all_inputs -no_clocks]
set_input_delay [expr $clk_period * $clk_io_pct] -clock clk0 $non_clock_inputs
set_output_delay [expr $clk_period * $clk_io_pct] -clock clk0 [all_outputs]
--- design.v ---
`timescale 1ns / 1ps
module Adder32(
    input [31:0] A,
    input [31:0] B,
    input CI,
    output [31:0] S
    );
    wire Gmm;
    wire Pmm;
    wire C1 = Gmm + Pmm*CI;
    Adder16 adder16_0 (A[15:0], B[15:0], CI, Gmm, Pmm, S[15:0]);
    Adder16 adder16_1 (.A(A[31:16]), .B(B[31:16]), .CI(C1), .Gmm(), .Pmm(), .S(S[31:16]));
endmodule
module Adder16(
    input [15:0] A,
    input [15:0] B,
    input CI,
    output Gmm,
    output Pmm,
    output [15:0] S
);
    wire [3:0] Gm;
    wire [3:0] Pm;
    wire [3:1] C;
    Adder4 adder4_0 (A[3:0], B[3:0], CI, Gm[0], Pm[0], S[3:0]);
    Adder4 adder4_1 (A[7:4], B[7:4], C[1], Gm[1], Pm[1], S[7:4]);
    Adder4 adder4_2 (A[11:8], B[11:8], C[2], Gm[2], Pm[2], S[11:8]);
    Adder4 adder4_3 (A[15:12], B[15:12], C[3], Gm[3], Pm[3], S[15:12]);
    CLA4 cla4_0(Pm, Gm, CI, Gmm, Pmm, C);
endmodule
module Adder4(
    input [3:0] A,
    input [3:0] B,
    input CI,
    output Gm,
    output Pm,
    output [3:0] S
);
    wire [3:0] G;
    wire [3:0] P;
    wire [3:1] C;
    Adder1 adder1_0 (A[0],B[0],CI,G[0],P[0],S[0]);
    Adder1 adder1_1 (A[1],B[1],C[1],G[1],P[1],S[1]);
    Adder1 adder1_2 (A[2],B[2],C[2],G[2],P[2],S[2]);
    Adder1 adder1_3 (A[3],B[3],C[3],G[3],P[3],S[3]);
    CLA4 cla4_0(P, G, CI, Gm, Pm, C);
endmodule
module Adder1(
    input A,
    input B,
    input CI,
    output G,
    output P,
    output S
);
    assign G = A * B;
    assign P = A + B;
    assign S = A ^ B ^ CI;
endmodule
module CLA4(
    input [3:0] P,
    input [3:0] G,
    input CI,
    output Gm,
    output Pm,
    output [3:1] CO
);
    assign CO[1] = G[0] + P[0]*CI;
    assign CO[2] = G[1] + P[1]*CO[1];
    assign CO[3] = G[2] + P[2]*CO[2];
    assign Gm = G[3] + P[3]*G[2] + P[3]*P[2]*G[1] + P[3]*P[2]*P[1]*G[0];
    assign Pm = &P;
endmodule
--- run.sh ---
#!/bin/bash
# OpenROAD 26Q1-2900-gdf79404cd8, Yosys 0.63+post, stock flow scripts
make -C /OpenROAD-flow-scripts/flow DESIGN_CONFIG=/design/flow/config.mk WORK_HOME=/design/flow/orfs finish
==> results.toml <==
# synthesis and place-and-route metrics
[outcome]
outcome = "completed"

[final_timing]
max_slew_margin_pct = 62.0
drv_slew = 0
finalWorstSetupSlack_ps = 4480
timing_hold_violations_final = 0
finalSetupViolations = 0
final.setup.tns_ps = 0
finalCriticalPeriod_ps = 11120
hold_slack_ps = 7280
rsz0062_at_grt = "false"
fin_crit_sh_pct = 71.3
fmax_mhz = 89.9
tightestPinTransition_ps = 569

[detailed_routing]
wl_mm = 4.51
vias = 1552
first_pass_iters = 4
wl_per_cell_um = 12.5
drtAntennaViolNets = 0
antenna_cells = 0
avgViaCountPerCell = 4.29
drt_iter0_drc = 16
drc_errors = 0

[finish]
comb_area_um2 = 1630
clockBufferCount = 0
drive_above_1_share_pct = 3.01
flop_area_um2 = 0
fill_cells = 714
area_growth_pct = 44.4
flop-count = 0

[power]
leakagePower_nw = 1.09
power_density_nw_per_um2 = 37.0
p_total_uw = 102
vdd.ir_drop.worst_mv = 0.0141

[place]
port_buffers = 97
preCtsSetupSlack_ps = 4460
place.gp.congestion = 0.763
dp_hpwl_mm = 4.35

[floorplan]
num_rows = 30
die_y_um = 105
die_w_um = 105
ios = 97
fp_util_pct = 27.7
die_area_um2 = 11000
core_um2 = 6910

[grt]
grt_max_degree = 9
grt_first_pass_wirelength_mm = 7.88
antenna_found_initial = 0
top_usage_layer = "met2"
grt-ovfl-total = 0
first_global_vias = 1610
global_route.usage.met1_pct = 11.4
track_usage_pct = 8.40
grt_util_met2_pct = 14.6
groute.layer.met3.usage_pct = 1.30

[yosys]
top_area_share_pct = 25.1
ys_seq_share_pct = 0
yosysWarnings = 0
ys_cells = 201
area_leaders = "fa_1 (25%), ha_1 (18%), buf_4 (13%), xnor2_1 (6.9%), xor2_1 (5.0%)"
syn_avg_cell_area_um2 = 9.52
top_area_cell = "fa_1"
synth_area_um2 = 1910
synth_chip_area_um2 = 1910
syn_inst = 201
synthDistinctLibCells = 37

[worst_setup_path]
path_buffers = 2
critPathTopFamily = "adder cells"
crit_top_cell = "fa_1"
crit_type = "in -> out"
slowest_stage = "or4_4"
critical_path.cell_chain = "clkdlybuf4s50_1 > ha_1 > a21boi_0 > o2111ai_1 > and3_4 > or4_4 > mux2i_4 > mux2i_1 > nor2_1 > a2111oi_1 > a21oi_1 > fa_1 > fa_1 > fa_1 > xnor2_1 > clkdlybuf4s50_1"
startpoint_type = "input pin"
endpoint_kind = "primary output"
crit_fanout = 5
critPathMaxStageDelay_ps = 480
setup.worst_path.start = "A[5]"
cp_data_required_time_ps = 12480
cp.arrival_ps = 8000

[job]
warnings = 32
maxCapViolCount = 0

[clocking]
postCtsHoldBufs = 0
cts_resized = 0
post_cts_buffers = 0

[worst_hold_path]
hold_path.startpoint = "A[31]"
hp-class = "in -> out"
whs_path_depth = 4
whs_endpoint = "S[31]"
## how the worst max path moves through the flow
stage        to  cells after the start  slack (ps)
5_1_grt   S[31]                     16        4110
4_1_cts   S[31]                     16        4430
6_report  S[31]                     16        4480
## power breakdown
part           internal, mW  switching [mW]  total, mW
clock network             0               0          0
registers                 0               0          0
logic                0.0677          0.0345      0.102
total                0.0677          0.0345      0.102
## synthesized netlist by cell type
cell type / number
a21boi_0: 6
nand3b_1: 1
o21ai_0: 6
mux2_4: 1
nor3b_4: 1
nor4_1: 1
nor4bb_1: 1
buf_4: 32
and3b_1: 6
nand4_1: 7
o2111ai_1: 4
fa_1: 24
and3_1: 1
nand2b_1: 2
and3_4: 1
xor2_1: 11
mux2i_1: 2
mux2i_4: 1
nand2_1: 10
a22oi_1: 1
inv_1: 11
a21oi_1: 3
and2_1: 3
o21a_1: 1
mux2i_2: 1
nand4b_1: 2
or3_4: 1
and2_2: 1
nor2_1: 5
and4_1: 3
ha_1: 28
or4_4: 1
nor3b_1: 2
a2111oi_1: 1
xnor2_1: 15
nand3_1: 3
nor3_1: 1
## cells in the final DEF (no fill, tap or decap), types with 4 or more instances in the layout
master / n
nor2_1: 5
and3b_1: 6
ha_1: 28
nand2_1: 10
a21boi_0: 6
o2111ai_1: 4
fa_1: 24
xor2_1: 11
clkdlybuf4s50_1: 97
inv_1: 11
xnor2_1: 15
nand4_1: 7
o21ai_0: 6
## kinds of logic (layout without fill, tap and decap cells)
| family | after synthesis | count (layout) | synth area share, % |
|---|---|---|---|
| AND/OR/NAND/NOR | 53 | 53 | 18.4 |
| AND-OR/OR-AND | 22 | 22 | 7.84 |
| buffers and inverters | 43 | 108 | 14.7 |
| XOR/XNOR | 26 | 26 | 11.9 |
| multiplexers | 5 | 5 | 3.73 |
| adder cells (fa/ha/maj) | 52 | 52 | 43.4 |
## per-layer routing
metal	part of all wire, %	wire length [um]
met1	44	2000
met2	51	2290
met3	4.9	220
met4	0	0
met5	0	0
## through the flow
step,instances,utilization (%),instance area [um2]
finish,362,40.0,2770
global route,362,40.0,2770
CTS,362,40.0,2770
detailed placement,362,40.0,2770
global placement,362,40.0,2770
floorplan,201,-,1910
## cell type report
class                      instances  area share, %
inverter                          11           1.49
timing repair buffer              97           35.1
tap                               96           4.34
multi-input combinational        158           59.0
Power and IR drop assume default switching activity.
