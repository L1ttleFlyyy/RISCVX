===== /design/flow/run.sh =====
#!/bin/bash
# OpenROAD 26Q1-2900-gdf79404cd8, Yosys 0.63+post, stock flow scripts
make -C /OpenROAD-flow-scripts/flow DESIGN_CONFIG=/design/flow/config.mk WORK_HOME=/design/flow/orfs finish

===== /design/flow/config.mk =====
export PLATFORM = sky130hd
export DESIGN_NAME = RegFile
export DESIGN_NICKNAME = RegFile
export VERILOG_FILES = /design/flow/design.v
export SDC_FILE = /design/flow/constraint.sdc
export NUM_CORES = 4
export LEC_CHECK = 1
export CORE_UTILIZATION = 40

===== /design/flow/constraint.sdc =====
current_design RegFile

set clk_period 7.0
set clk_io_pct 0.2

create_clock -name clk0 -period $clk_period [get_ports {clk}]

set non_clock_inputs [all_inputs -no_clocks]
set_input_delay [expr $clk_period * $clk_io_pct] -clock clk0 $non_clock_inputs
set_output_delay [expr $clk_period * $clk_io_pct] -clock clk0 [all_outputs]

===== /design/flow/design.v =====
`timescale 1ns / 1ps
module RegFile(
    input clk,
    input [4:0] rs1,
    input [4:0] rs2,
    input [4:0] rd,
    input [4:0] addr_e,
    input regwrite,
    input [31:0] rd_data,
    output [31:0] rs1_data,
    output [31:0] rs2_data,
    output [31:0] data_e
    );
    reg [31:0] regs [1:31];
    assign rs1_data = (rs1 == 5'b0)? 32'b0 : ((rd == rs1) && regwrite) ? rd_data : regs[rs1];
    assign rs2_data = (rs2 == 5'b0)? 32'b0 : ((rd == rs2) && regwrite) ? rd_data : regs[rs2];
    assign data_e = (addr_e == 5'b0)? 32'b0 : regs[addr_e];
    always@(posedge clk) begin
        if (regwrite)
            regs[rd] <= rd_data;
    end
endmodule

==> summary.txt <==
fresh numbers from the pnr run: Worst Tran Pin Value=between 1 and 1.5 ns, fraction of synthesized cell area taken by the top area cell type=a little over half, endpoint arrival time on the critical path=around 5.0 ns, layout cell share with drive strength beyond 1=about a quarter, internal power of the cells=10.8 mW, cells after synthesis=between 3000 and 4000, number of warning messages in the logs=25, TritonCTS sink count=992, number of failing hold endpoints at the final stage=0, Overflow after GRT=0, Die Footprint=142000 sq um, # Cells Yosys=roughly 3700, number of vias per cell=around 6.7, area of the core=around 140000 sq um, number of I/O pins=150, largest registers=regs: 992 flops, cell resize tally after clock tree synthesis=0, Setup violations, final=0, top post-synthesis cells by area=sky130_fd_sc_hd__edfxtp_1 53%, sky130_fd_sc_hd__mux4_2 16%, sky130_fd_sc_hd__mux2i_1 11%, crit share post-route=92.0%, achievable frequency=0.155 GHz, # Post-CTS Setup Buffers=0, clock-pin slew of the registers on the worst-case setup and hold paths=approximately 0.060 ns, Async SR Flop Fraction=0%, post-route ant nets=0, sink of the worst hold path=regs[9][14], relative contribution of combinational cells to total power=14.2%, clock tree root driver cell=sky130_fd_sc_hd__clkbuf_16, Final Routed Wirelength=between 200000 and 250000 microns, maxcap violations=0, Crit Path Max Fanout=24, Top cells excl fill/tap=992 x sky130_fd_sc_hd__edfxtp_1, 608 x sky130_fd_sc_hd__mux2i_1, 392 x sky130_fd_sc_hd__mux4_2, 222 x sky130_fd_sc_hd__a21oi_1, 178 x sky130_fd_sc_hd__buf_4, Bufs on Longest Clock Path=3, Routability Congestion=0.970, sequential-to-total area share from yosys stat=a little over half, synthesized chip area reported by yosys=56000 sq um, status=finished clean, Worst setup SP type=input pin, Sw Ratio=25.7%, number of buffers inserted by port buffering=between 100 and 150, Most flops, register=regs, post-route DRC violation count=0, mean cell area of the mapped netlist=15.0 sq um, count of pins over their slew limit=0, number of enable-type register cells in the synthesized netlist=about 990, number of stages on the worst hold path=2, die width=around 380 microns, clock tree from TritonCTS=yes, count of standard-cell rows=between 100 and 150, net switching power=about 3.7 mW, vias post-DR=between 30000 and 40000, hold buffer count at CTS=0, number of global-route vias before repair=41300, detailed-routing iteration count for the pre-antenna-repair pass=7, data required time of the critical path=between 5 and 6 ns, flops & latches, synth=a little under 1000, leak pwr=21.4 nW, maximum number of pins on one net before global-route repair=a little under 90, total standard cell area after synthesis=roughly 56000 sq um, sequential power share=between 40% and 50%, final worst path period need=around 6.4 ns, clock share of power=between 30% and 40%, Setup TNS=0 ns, Layout area overhead=13.6%, mean routed wirelength per cell=between 30 and 40 microns, post-route design area=between 60000 and 70000 sq um, kind of capture point of the worst setup path=output port, worst-case vdd ir drop=0.203 mV, initial detailed-routing violation count=~3000, overall fraction of global-route tracks in use=about a third, Yosys cell types=around 43, critical hold path startpoint=rd_data[14], Post-DP HPWL=around 130000 microns, number of buffers created by CTS=about 110, count of yosys warnings during synthesis=1, Most used DFF post-synth=sky130_fd_sc_hd__edfxtp_1, global-route wire length before repair=305000 microns, post-synthesis cell type with the largest combined area=sky130_fd_sc_hd__edfxtp_1, Core Util at FP=40.6%, most common cell after layout, fill and taps aside=sky130_fd_sc_hd__edfxtp_1, cell area after placement=roughly 60000 sq um, Largest register FFs=992, classification of the worst setup path=input pin to output port, antenna violations before repair=20, die extent in y=approximately 380 microns, RSZ-0062 raised after global routing=false, Power per Cell Area=about 230 nW/um^2, number of H-tree levels=3, Tightest Hold Check Type=input pin to flop, relative slew slack=around 2.2%
## layer usage
layer,vias up,share of wire (%),track usage (%)
li1,15900,-,-
met2,3194,42,43.8
met3,601,21,30.5
met5,-,0.84,9.43
met1,19000,32,37.3
met4,52,4.9,12.8
## through the flow
stage | hold slack (ns) | worst slack (ns) | total power [mW] | utilization, % | cells
after floorplan | 1.50 | 2.67 | 7.85 | - | 3746
after global placement | 2.25 | 0.714 | 8.78 | 43.5 | 5603
after detailed placement | 2.25 | 0.740 | 8.78 | 43.5 | 5603
after CTS | 1.47 | 0.717 | 14.5 | 46.1 | 5801
after global routing | 1.50 | 0.363 | 14.9 | 46.1 | 5805
final | 1.50 | 0.557 | 14.5 | 46.1 | 5809
## worst max path at each step
stage	startpoint	cells after the start	slack (ns)	to
after CTS	addr_e[0]	9	0.72	data_e[24]
after global routing	addr_e[0]	9	0.36	data_e[24]
final	rs1[4]	9	0.56	rs1_data[1]
## cells in the mapped netlist, drive strengths merged (30+ instances only)
| cell | number |
|---|---|
| a211oi | 163 |
| buf | 203 |
| mux2 | 133 |
| nor2b | 30 |
| nand2 | 110 |
| a22o | 64 |
| o221ai | 34 |
| nand3 | 61 |
| nor2 | 119 |
| a21oi | 222 |
| mux4 | 392 |
| o21ai | 113 |
| clkbuf | 155 |
| mux2i | 608 |
| a22oi | 149 |
| a221oi | 67 |
| edfxtp | 992 |
## logic make-up (layout without fill, tap and decap cells)
| family | after synthesis | count (layout) | share of synthesized area (%) |
|---|---|---|---|
| flip-flops | 992 | 992 | 53.2 |
| AND/OR/NAND/NOR | 371 | 371 | 2.99 |
| XOR/XNOR | 10 | 10 | 0.156 |
| multiplexers | 1133 | 1133 | 29.3 |
| buffers and inverters | 360 | 552 | 3.62 |
| other | 0 | 8 | 0 |
| AND-OR/OR-AND | 880 | 880 | 10.8 |
## worst max-delay path: stages
cell                              delay (ns)
sky130_fd_sc_hd__buf_4                  0.41
sky130_fd_sc_hd__buf_4                  0.46
sky130_fd_sc_hd__xnor2_1                0.12
sky130_fd_sc_hd__nand2_1                0.16
sky130_fd_sc_hd__o22ai_4                0.14
sky130_fd_sc_hd__buf_4                  0.29
sky130_fd_sc_hd__a211oi_1               1.16
sky130_fd_sc_hd__a22o_1                 0.37
sky130_fd_sc_hd__clkdlybuf4s50_1        0.50
## cell type report
class                      count  area [sq um]
inverter                       2          7.51
clock inverter                58           603
multi-input combinational   2394         24600
timing repair buffer         352          3400
tap                         1863          2330
sequential                   992         29800
clock buffer                 140          2910
fill                       11800         74500
antenna                        8          20.0
## power by group through the flow
stage | combinational (mW) | sequential (mW) | clock [mW]
CTS | 2.01 | 6.65 | 5.85
global route | 2.15 | 6.66 | 6.06
finish | 2.05 | 6.66 | 5.79
Power figures rest on the tool's default switching activity, not on a simulated workload.
